## flow/run.sh

```bash
#!/bin/bash
# OpenROAD 26Q1-2900-gdf79404cd8, Yosys 0.63+post, stock flow scripts
make -C /OpenROAD-flow-scripts/flow DESIGN_CONFIG=/design/flow/config.mk WORK_HOME=/design/flow/orfs finish
```

## flow/config.mk

```make
export PLATFORM = sky130hd
export DESIGN_NAME = frame_size_detect
export DESIGN_NICKNAME = frame_size_detect
export VERILOG_FILES = /design/flow/design.v
export SDC_FILE = /design/flow/constraint.sdc
export NUM_CORES = 4
export LEC_CHECK = 1
export CORE_UTILIZATION = 50
```

## flow/constraint.sdc

```tcl
current_design frame_size_detect

set clk_period 8.4
set clk_io_pct 0.2

create_clock -name clk0 -period $clk_period [get_ports {clk}]

set non_clock_inputs [all_inputs -no_clocks]
set_input_delay [expr $clk_period * $clk_io_pct] -clock clk0 $non_clock_inputs
set_output_delay [expr $clk_period * $clk_io_pct] -clock clk0 [all_outputs]
```

## flow/design.v

```verilog
parameter WDEPTH = 2048;
parameter WDSIZE = 24;
parameter RDEPTH = 2048;
parameter RDSIZE = 24;
parameter ASIZE = 11;
parameter RASIZE = 11;
module frame_size_detect (
    input wire clk,
    input wire reset,
    input wire in_valid,
    input wire hstart,
    input wire fstart,
    input wire [15:0] h_pixel,
    input wire [15:0] v_pixel,
    output wire h_pixel_correct,
    output wire v_pixel_correct
);
reg [15:0] h_pixel_cnt, v_pixel_cnt;
reg [3:0] h_pixel_match_times, v_pixel_match_times;
assign h_pixel_correct = (h_pixel_match_times == 4'hF);
assign v_pixel_correct = (v_pixel_match_times == 4'hF);
always @(posedge clk) begin
    if(reset) h_pixel_cnt <= 0;
    else if(hstart & in_valid) h_pixel_cnt <= 0;
    else if(in_valid) h_pixel_cnt <= h_pixel_cnt + 1;
    else h_pixel_cnt <= h_pixel_cnt;
end
always @(posedge clk) begin
    if(reset) h_pixel_match_times <= 0;
    else if(hstart&in_valid) begin
        if(h_pixel_cnt == h_pixel - 1) h_pixel_match_times <= (h_pixel_match_times == 4'hF)?(h_pixel_match_times):(h_pixel_match_times + 1);
        else h_pixel_match_times <= 0;
    end else h_pixel_match_times <= h_pixel_match_times;
end
always @(posedge clk) begin
    if(reset) v_pixel_cnt <= 0;
    else if(fstart & in_valid) v_pixel_cnt <= 0;
    else if(hstart & in_valid) v_pixel_cnt <= v_pixel_cnt + 1;
    else v_pixel_cnt <= v_pixel_cnt;
end
always @(posedge clk) begin
    if(reset) v_pixel_match_times <= 0;
    else if(fstart & in_valid) begin
        if(v_pixel_cnt == v_pixel - 1) v_pixel_match_times <= (v_pixel_match_times == 4'hF)?(v_pixel_match_times):(v_pixel_match_times + 1);
        else v_pixel_match_times <= 0;
    end else v_pixel_match_times <= v_pixel_match_times;
end
endmodule
```

==> run summary <==
fresh numbers from the pnr run: number of global-route vias before repair 2447, yosys cell count 372, via count of the routed design 2704, Fmax 0.231 GHz, OpenROAD warnings 26, Period Utilization, post-route 51.5%, post-synthesis cell area 2980 um^2, CTS Hold Bufs 0, die area 6270 um^2, post-layout power 394 uW, fp util 53.1%, Total Routing Usage GR 22.1%, Pins Over Slew Limit 0, EDFF count, synth 0, placed inst area 3400 um^2, Top FF cell, synth dfxtp_1, core area 5610 um^2, Hold EP v_pixel_match_times[1], DRC 0, worst reg-to-reg path cell count 7, top-count cell post-synth nor2_1, syn_area_per_cell 8.00 um^2, Peak supply drop 72.4 uV, Setup Skew 0.00443 ns, largest net degree at the start of global routing 17, CP Capture Type flip-flop, placed cells 469, Area leader share 26.9%, DPL Wire Length 5.02 mm, Leak Pwr 0.00116 uW, Die H 79.2 um, layout cells sized above 1 4.69%, area reported by Yosys stat 2980 um^2, non-filler cells, final 477, Hold Vio Cnt, Final 0, Max Root-Sink Buffers 2, WHS Path Cells 2, largest fanout on the critical path 7, Reg2Reg Launch Point v_pixel_cnt[5], Seq share, synth 26.9%, Rows 27, crit path launch type input port, via-per-instance ratio 5.67, root buffer cell clkbuf_8, Cell Type Count 58, CP arrival 4.54 ns, Final ANT Viol Nets 0, PD cells 113 nW/um^2, drt pass-1 iters 4, worst hold path class flip-flop to flip-flop, Die W 79.2 um, top cells by count nor2_1 (43), dfxtp_1 (40), xnor2_1 (30), Final Instance Area 3490 um^2, CTS sink count 40, CTS tree yes, final WL 6.61 mm, WS Path Type input port to flip-flop, Avg WL per Cell 13.8 um, Synth Instances 372, post-CTS sizing 0, leading area contributor after synthesis dfxtp_1, Max Cap Viol 0, flops & latches, synth 40, initial antenna violation count 0, Post-CTS Setup Bufs 0, worst r2r dst v_pixel_match_times[3], area grow syn2layout 17.4%, n_diodes 0, register area 801 um^2, status finished, final reports clean, H-tree levels 2, CTS buffer count 5, logic area 2090 um^2, Worst-path clk slew 0.08 ns, drt first-iter violations 79, Final Wtd Congestion 0.940, setup_tns 0 ns, grt ovf 0, Slew Limit Headroom 50.0%, Synth area leaders dfxtp_1 (27%), xnor2_1 (8.8%), xor2_1 (8.2%), nor2_1 (5.4%), nand2_1 (3.2%), Filler Cell Count 535, ys async rst share 0%, fin util 62.3%, Hold Path Origin v_pixel_match_times[1], yosys warns 1, RSZ-0062 raised after global routing no, first-pass GRT wire length 11.0 mm, I/O Buffers 38, Period minus WS final 4.32 ns, Setup violations, final 0, Worst R2R Setup Slack 6.09 ns, Critical Path RT 8.62 ns, Worst-Margin Slew 0.740 ns, I/O pin count 39, Clock Latency Late Sink 0.29 ns
## final cells by class
cell class	instances	share of cell area (%)
flip-flops and latches	40	22.9
clock buffers	6	2.36
well taps	72	2.58
clock inverters	2	0.430
multi-input cells	309	59.7
inverters	10	1.07
repair buffers	38	10.9
## layer usage
metal	global-route usage [%]	wire length [um]	vias up	part of all wire [%]
li1	-	-	1428	-
met5	0	0	-	0
met3	2.22	210	10	3.2
met2	38.2	3060	47	46
met4	4.00	111	0	1.7
met1	30.6	3220	1219	49
## how the worst max path moves through the flow
| stage | from | endpoint | slack (ns) | cells past startpoint |
|---|---|---|---|---|
| global route | h_pixel[3] | h_pixel_match_times[2] | 3.94 | 8 |
| finish | h_pixel[3] | h_pixel_match_times[2] | 4.08 | 8 |
| CTS | h_pixel[3] | h_pixel_match_times[2] | 4.12 | 8 |
## worst max-delay path, stage by stage
cell and delay, ns:
clkdlybuf4s50_1 0.52, or4_4 0.61, or3_1 0.38, nor2_1 0.14, xnor2_1 0.13, nor4bb_1 0.61, o2111ai_1 0.24, a211oi_2 0.24
## metrics by stage
step | hold WS [ns] | setup WS (ns)
after floorplan | 0.455 | 4.56
after global placement | 0.480 | 3.85
after detailed placement | 0.489 | 3.81
after CTS | 0.501 | 4.12
after global routing | 0.536 | 3.94
final | 0.496 | 4.08
## cell families (layout without fill, tap and decap cells)
| group | count (synthesis) | count (layout) | share of synthesized area (%) |
|---|---|---|---|
| simple gates | 176 | 176 | 33.5 |
| flops | 40 | 40 | 26.9 |
| fa+ha+maj | 6 | 6 | 2.52 |
| buf+inv | 23 | 56 | 2.98 |
| compound gates | 64 | 64 | 14.8 |
| xor+xnor | 59 | 59 | 17.8 |
| mux | 4 | 4 | 1.39 |
## layout by cell type (no fill, tap or decap), drive strengths merged, types with 4 or more instances in the layout
| cell type | synthesis | routed |
|---|---|---|
| o21ai | 17 | 17 |
| or3 | 14 | 14 |
| nand2 | 25 | 25 |
| nor2 | 43 | 43 |
| xnor2 | 30 | 30 |
| ha | 6 | 6 |
| nor4 | 12 | 12 |
| nand2b | 8 | 8 |
| clkdlybuf4s50 | 0 | 38 |
| a211oi | 5 | 5 |
| nand3b | 4 | 4 |
| xor2 | 28 | 28 |
| nor3 | 9 | 9 |
| a21oi | 12 | 12 |
| clkbuf | 11 | 6 |
| and3 | 10 | 10 |
| o211ai | 4 | 4 |
| nand4 | 9 | 9 |
| nand3 | 13 | 13 |
| or4 | 8 | 8 |
| dfxtp | 40 | 40 |
| a31oi | 6 | 6 |
| o2111ai | 5 | 5 |
| inv | 10 | 10 |
## report_power, final
group	internal [uW]	leakage [uW]	switching, uW
sequential	190	0.000322	1.47
clock	66.5	0.0000434	69.8
combinational	32.9	0.000792	32.8
total	290	0.00116	104
## sequential cells by signal, indices dropped and copies added (netlist names)
signal / count
h_pixel_match_times: 4
v_pixel_match_times: 4
v_pixel_cnt: 16
h_pixel_cnt: 16
Power figures rest on the tool's default switching activity, not on a simulated workload.
